### design.v
module pwm #(
    parameter PWM_INTERVAL = 1200
)(
    input logic clk,
    input logic [$clog2(PWM_INTERVAL)-1:0] pwm_value,
    output logic pwm_out
);
    logic [$clog2(PWM_INTERVAL)-1:0] pwm_count = 0;
    always_ff @(posedge clk) begin
        if (pwm_count == PWM_INTERVAL - 1) begin
            pwm_count <= 0;
        end
        else begin
            pwm_count <= pwm_count + 1;
        end
    end
    assign pwm_out = (pwm_count < pwm_value) ? 1'b1 : 1'b0;
endmodule
module cycle #(
    parameter PWM_INTERVAL = 1200,        
    parameter INC_DEC_INTERVAL = 5000,    
    parameter HOLD_OFF_INC = 800,       
    parameter RAMP_INC = 400,       
    parameter HOLD_ON_INC = 800,        
    parameter INIT_PHASE_OFFSET = 0       
)(
    input clk,
    output reg [10:0] pwm_value            
);
    localparam HOLD_OFF = 2'b00;
    localparam RAMP_UP = 2'b01;
    localparam HOLD_ON = 2'b10;
    localparam RAMP_DOWN = 2'b11;
    reg [1:0] state = HOLD_OFF;          
    reg [31:0] counter = 0;              
    reg [31:0] phase_counter;            
    reg [10:0] step_value = 3;           
    initial begin
        pwm_value = 0;
        state = HOLD_OFF;
        phase_counter = INIT_PHASE_OFFSET;  
    end
    always @(posedge clk) begin
        if (counter >= INC_DEC_INTERVAL - 1) begin
            counter <= 0;
            if (phase_counter >= (HOLD_OFF_INC + RAMP_INC + HOLD_ON_INC + RAMP_INC) - 1) begin
                phase_counter <= 0;
            end 
            else begin
                phase_counter <= phase_counter + 1;
            end
            case (state)
                HOLD_OFF: begin
                    if (phase_counter >= HOLD_OFF_INC) begin
                        state <= RAMP_UP;
                    end
                end
                RAMP_UP: begin
                    if (pwm_value < PWM_INTERVAL - step_value) begin
                        pwm_value <= pwm_value + step_value;
                    end 
                    else begin
                        pwm_value <= PWM_INTERVAL;   
                        state <= HOLD_ON;
                    end
                end
                HOLD_ON: begin
                    if (phase_counter >= HOLD_OFF_INC + RAMP_INC + HOLD_ON_INC) begin
                        state <= RAMP_DOWN;
                    end
                end
                RAMP_DOWN: begin
                    if (pwm_value > step_value) begin
                        pwm_value <= pwm_value - step_value;
                    end 
                    else begin
                        pwm_value <= 0; 
                        state <= HOLD_OFF;
                    end
                end
            endcase
        end 
        else begin
            counter <= counter + 1;
        end
    end
endmodule
module top (
    input clk,
    output RGB_R,
    output RGB_G,
    output RGB_B
);
    localparam PWM_INTERVAL = 1200;
    localparam HOLD_OFF_INC = 800;      
    localparam RAMP_INC = 400;          
    localparam HOLD_ON_INC = 800;       
    localparam PHASE_SHIFT = 800;     
    localparam PHASE_SHIFT_2 = 2*PHASE_SHIFT;    
    wire [10:0] red_val, g_val, b_val;
    wire r_pwm, g_pwm, b_pwm;
    cycle #(
        .PWM_INTERVAL(PWM_INTERVAL),
        .INC_DEC_INTERVAL(5000),  
        .HOLD_OFF_INC(HOLD_OFF_INC),
        .RAMP_INC(RAMP_INC),
        .HOLD_ON_INC(HOLD_ON_INC),
        .INIT_PHASE_OFFSET(PHASE_SHIFT_2)
    ) red (
        .clk(clk),
        .pwm_value(red_val)
    );
    cycle #(
        .PWM_INTERVAL(PWM_INTERVAL),
        .INC_DEC_INTERVAL(5000),  
        .HOLD_OFF_INC(HOLD_OFF_INC),
        .RAMP_INC(RAMP_INC),
        .HOLD_ON_INC(HOLD_ON_INC),
        .INIT_PHASE_OFFSET(PHASE_SHIFT)
    ) green (
        .clk(clk),
        .pwm_value(g_val)
    );
    cycle #(
        .PWM_INTERVAL(PWM_INTERVAL),
        .INC_DEC_INTERVAL(5000),  
        .HOLD_OFF_INC(HOLD_OFF_INC),
        .RAMP_INC(RAMP_INC),
        .HOLD_ON_INC(HOLD_ON_INC),
        .INIT_PHASE_OFFSET(0)
    ) blue (
        .clk(clk),
        .pwm_value(b_val)
    );
    pwm red_pwm (.clk(clk), .pwm_value(red_val), .pwm_out(r_pwm));
    pwm green_pwm (.clk(clk), .pwm_value(g_val), .pwm_out(g_pwm));
    pwm blue_pwm (.clk(clk), .pwm_value(b_val), .pwm_out(b_pwm));
    assign RGB_R = ~r_pwm;
    assign RGB_G = ~g_pwm;
    assign RGB_B = ~b_pwm;
endmodule
### run.sh
#!/bin/bash
# OpenROAD 26Q1-2900-gdf79404cd8, Yosys 0.63+post, stock flow scripts
make -C /OpenROAD-flow-scripts/flow DESIGN_CONFIG=/design/flow/config.mk WORK_HOME=/design/flow/orfs finish
### config.mk
export PLATFORM = sky130hd
export DESIGN_NAME = top
export DESIGN_NICKNAME = top
export VERILOG_FILES = /design/flow/design.v
export SDC_FILE = /design/flow/constraint.sdc
export NUM_CORES = 4
export LEC_CHECK = 1
export CORE_UTILIZATION = 30
### constraint.sdc
current_design top

set clk_period 6.5
set clk_io_pct 0.2

create_clock -name clk0 -period $clk_period [get_ports {clk}]

set non_clock_inputs [all_inputs -no_clocks]
set_input_delay [expr $clk_period * $clk_io_pct] -clock clk0 $non_clock_inputs
set_output_delay [expr $clk_period * $clk_io_pct] -clock clk0 [all_outputs]
==> impl_metrics.ini <==
; implementation run metrics
[synth]
async_reset_ff_share_pct = 0
synth.distinct_cells = 68
yosysChipArea_um2 = 12000
ys_seq_share_pct = 55.4
mappedNetlistArea_um2 = 12000
ys_warn_count = 4
edf_count = 135
ys_cells = 1123
ys_seq_elements = 264
synth.avg_cell_area_um2 = 10.7
synth_top_flop_cell = edfxtp_1
synth_cells = 1123

[min_path]
hold_class = reg2reg
hp-start = blue.counter[0]$_SDFF_PP0_

[grt]
antenna_found_initial = 0
grt_overflow = 0
grtUsageTotal_pct = 10.1
grt_max_degree = 48
grt_pass1_wl_um = 34400
grt_pass1_vias = 7511

[sta]
skew_ns = 0.0116
hold_viol = 0
report.final.slew_viol_count = 0
fmax_mhz = 255
period_needed_ns = 3.92
fin_tns_setup_ns = 0
period_used_pct = 60.4
slew_headroom_pct = 42.9
setup_viol = 0
rsz0062_at_grt = false
setup_slack_ns = 2.58
whs_ns = 0.445
tightest_slew_ns = 0.853

[worst_setup_path]
worstPathMaxFanout = 10
crit_start = red.pwm_value[3]$_DFFE_PP_
regToRegStartpoint = red.pwm_value[0]$_DFFE_PP_
crit_arrival_ns = 2.62
path_class = reg2out
end_kind = output pin
required_ns = 5.20
start_kind = flop

[finish]
post-route-util_pct = 35.7
nFillCells = 3768
combGateArea_um2 = 5450
layout-drive-gt1-share_pct = 5.28
final_common_cell = nor2_1
area_growth_syn_to_layout_pct = 16.2
ff_latch_area_um2 = 6640
final_cell_mix = nor2_1, edfxtp_1, dfxtp_1, conb_1, nand2_1

[die]
fp.dieH_um = 202
fp_util_pct = 30.7
core_um2 = 39000
std_cell_rows = 72
dieWidth_um = 202
die_area_um2 = 40700
io_pins = 4

[detailed_routing]
first_pass_iters = 7
n_antenna_cell = 0
wl_um = 19700
viasPerCell = 4.49
wire_per_inst_um = 11.0
postRouteAntennaNets = 0
drc = 0
drtIter0Drc = 400
vias = 8036

[placement]
place.port_buffers = 3
gp_congestion = 0.890
hpwl_um = 13200
dp_slack_ns = 3.16

[power]
seq_power_share_pct = 44.3
power_switching_share_pct = 32.5
p_leak_nw = 5.27
p_clk_share_pct = 29.6
power.density_nw_per_um2 = 371
power_switching_mw = 1.68
p_int_mw = 3.48
irDropWorstVdd_uv = 205
pwr-share-comb_pct = 26.1

[clock_network]
worstSkewPairLatency_ns = 0.54
postCtsResizedCells = 0
htree_num_levels = 1
clockBufferDepth = 3
numCtsBuffers = 27
cts_setup_buffers = 0
ctsHoldBuffers = 0
root_buffer = clkbuf_16
cts_tree = done
cts.sinks = 264
clk_pin_slew_worst_paths_ns = 0.06

[job]
warnings = 43
drv_cap = 0

[status]
status = finished clean
## power by group through the flow
| stage | clock network (mW) | logic [mW] | registers [mW] |
|---|---|---|---|
| 4_1_cts | 1.58 | 1.34 | 2.28 |
| 5_1_grt | 1.65 | 1.52 | 2.32 |
| 6_report | 1.53 | 1.35 | 2.29 |
## cell usage after synthesis (4+ instances only)
cell type,n,share of area [%]
a211o_1,5,0.37
a211oi_1,6,0.38
a21o_1,9,0.56
a21oi_1,40,1.7
a221oi_1,5,0.37
a31oi_1,7,0.37
a41oi_1,4,0.29
and3_1,18,0.94
clkbuf_1,22,0.69
dfxtp_1,129,22
edfxtp_1,135,34
ha_1,60,6.3
inv_1,59,1.8
nand2_1,71,2.2
nand2b_1,5,0.26
nand3_1,69,2.9
nand4_1,16,0.84
nor2_1,145,4.5
nor2b_1,8,0.42
nor3_1,33,1.4
nor4_1,35,1.8
nor4b_1,5,0.37
o211ai_1,11,0.69
o21a_1,4,0.25
o21ai_0,35,1.5
o221ai_1,4,0.29
o22ai_1,10,0.52
or2_2,7,0.37
or3_1,8,0.42
xnor2_1,46,3.4
xor2_1,46,3.4
## stage by stage
stage | cells | power, mW | area (µm²)
final | 1788 | 5.16 | 13900
after global routing | 1788 | 5.49 | 13900
after CTS | 1788 | 5.21 | 13900
after detailed placement | 1738 | 3.65 | 13000
after global placement | 1738 | 3.63 | 13000
after floorplan | 1239 | 3.34 | 12400
## layout make-up
type	count	share of cell area, %
Tap cell	518	4.66
Clock buffer	38	5.78
Sequential cell	264	47.7
Clock inverter	12	0.647
Inverter	59	1.59
Multi-Input combinational cell	889	39.2
Timing Repair Buffer	8	0.485
## metal layers
metal / vias to the layer above / GRT usage (%) / wire length [µm]
met5: - / 0 / 0
met2: 124 / 15.2 / 8350
li1: 4222 / - / -
met1: 3655 / 15.7 / 10000
met3: 35 / 1.86 / 851
met4: 0 / 2.19 / 461
## cell families (layout without fill, tap and decap cells)
logic type	after synthesis	after routing	synth area share (%)
and+or+nand+nor	437	437	17.7
DFF	264	264	55.4
AOI/OAI and AO/OA	180	180	10.7
xor gates and xnor gates	92	92	6.73
buffers and inverters	86	117	2.90
adders and majority gates	60	60	6.27
muxes	3	3	0.251
other	1	117	0.0313
## worst max-delay path, stage by stage, from the launching register on
cell	delay, ns
edfxtp_1	0.50
inv_1	0.15
ha_1	0.29
and3_1	0.14
nand3_1	0.07
a21oi_1	0.13
a211oi_1	0.06
o21ai_0	0.23
clkdlybuf4s50_1	0.50
## worst paths after layout
check / cells after the start / slack [ns] / endpoint
worst max-delay path: 8 / 2.58 / RGB_R
worst max register to register: 5 / 3.82 / red.state[0]$_DFFE_PP_
worst min register to register: 1 / 0.45 / blue.counter[0]$_SDFF_PP0_
worst min-delay path: 1 / 0.45 / blue.counter[0]$_SDFF_PP0_
## state kept, by name (all words and copies together), names as in the netlist
name,count
green.counter,32
red.pwm_value,11
blue.pwm_value,11
green.pwm_value,11
blue.counter,32
blue.state,2
red.phase_counter,32
red.state,2
red.counter,32
green.phase_counter,32
blue_pwm.pwm_count,11
red_pwm.pwm_count,11
green.state,2
green_pwm.pwm_count,11
blue.phase_counter,32
Power and IR drop assume default switching activity.
